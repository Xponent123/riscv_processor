===== config.mk =====
export PLATFORM = sky130hd
export DESIGN_NAME = ALU
export DESIGN_NICKNAME = ALU
export VERILOG_FILES = /design/flow/design.v
export SDC_FILE = /design/flow/constraint.sdc
export NUM_CORES = 4
export LEC_CHECK = 1
export CORE_UTILIZATION = 50

===== constraint.sdc =====
current_design ALU

set clk_period 24.4
set clk_io_pct 0.2

create_clock -name clk0 -period $clk_period

set non_clock_inputs [all_inputs -no_clocks]
set_input_delay [expr $clk_period * $clk_io_pct] -clock clk0 $non_clock_inputs
set_output_delay [expr $clk_period * $clk_io_pct] -clock clk0 [all_outputs]

===== design.v =====
`timescale 1ns / 1ps
module ALU (
    input [3:0] alu_control,
    input  [63:0] rs1,
    input  [63:0] rs2,
    output reg [63:0] rd,
    output alu_zero
);
    wire [63:0] and_result;
    wire [63:0] or_result;
    wire [63:0] add_result;
    wire  add_cout;
    wire [63:0] sub_result;
    wire  sub_cout;
    and_gate u_and(.A(rs1), .B(rs2), .Y(and_result));
    or_gate u_or( .A(rs1), .B(rs2), .Y(or_result));
    adder_64bit u_add(.A(rs1), .B(rs2), .Cin(1'b0), .Result(add_result), .Cout(add_cout));
    subtractor_64bit u_sub(.A(rs1), .B(rs2), .Result(sub_result), .Cout(sub_cout));
    always @(*) begin
        case (alu_control)
            4'b0000: rd = and_result;
            4'b0001: rd = or_result;
            4'b0010: rd = add_result;
            4'b0110: rd = sub_result;
            default: rd = 64'd0;
        endcase
    end
    assign alu_zero = (rd == 64'd0);
endmodule
module and_gate(input [63:0] A,B, output [63:0] Y);
    genvar i;
    generate
        for (i = 0; i < 64; i = i + 1) begin
            and (Y[i], A[i], B[i]);
        end
    endgenerate
endmodule
module or_gate(input [63:0] A,B, output [63:0] Y);
    genvar i;
    generate
        for (i = 0; i < 64; i = i + 1) begin
            or (Y[i], A[i], B[i]);
        end
    endgenerate
endmodule
module full_adder(input A, B, Cin, output Sum, Cout);
    wire AxorB;
    xor (AxorB, A, B);
    xor (Sum, AxorB, Cin);
    wire AB, BCin, ACin;
    and (AB, A, B);
    and (BCin, B, Cin);
    and (ACin, A, Cin);
    or (Cout, AB, BCin, ACin);
endmodule
module adder_64bit(input [63:0] A, B, input Cin, output [63:0] Result, output Cout);
    wire [63:0] sum;
    wire [64:0] carry;
    assign carry[0] = Cin;
    genvar i;
    generate
        for (i = 0; i < 64; i = i + 1) begin : adder_loop
            full_adder fa(A[i], B[i], carry[i], sum[i], carry[i+1]);
        end
    endgenerate
    assign Result = sum;
    assign Cout = carry[64];
endmodule
module bitwise_not(input [63:0] A, output [63:0] Result);
    genvar i;
    generate
        for (i = 0; i < 64; i = i + 1) begin
            not (Result[i], A[i]);
        end
    endgenerate
endmodule
module subtractor_64bit(input [63:0] A, B, output [63:0] Result, output Cout);
    wire [63:0] B_compl;
    bitwise_not not_b (.A(B), .Result(B_compl));
    adder_64bit sub (.A(A), .B(B_compl), .Cin(1'b1), .Result(Result), .Cout(Cout));
endmodule

===== run.sh =====
#!/bin/bash
# OpenROAD 26Q1-2900-gdf79404cd8, Yosys 0.63+post, stock flow scripts
make -C /OpenROAD-flow-scripts/flow DESIGN_CONFIG=/design/flow/config.mk WORK_HOME=/design/flow/orfs finish

==> qor.csv <==
stage;metric;value;unit
final_layout;Seq cells;0;
critical_path;CP Capture Point;alu_zero;
global_route;first-pass GRT wire length;32300;um
detailed_routing;drt drc;0;
run;Log Warnings;163;
place;placed cells;1182;
final_layout;Top cell excl fill/tap;clkdlybuf4s50_1;
floorplan;die area;14100;um^2
place;post-place setup slack;-10.35;ns
hold_path;HP Class;in -> out;
sta;final setup fails;26;
floorplan;die width;119;um
synth;Avg Cell Area, Syn;9.17;um^2
power_and_ir_drop;peak supply drop;0.0108;mV
floorplan;Die Height;119;um
critical_path;CP max FO;2;
run;Max Cap Violations;0;
global_route;gr ovfl total;0;
global_route;M2 GR Usage;48.5;%
final_layout;area grow syn2layout;47.4;%
synth;Mapped Area;6790;um^2
detailed_routing;Antenna Violating Nets Remaining;0;
sta;Slew headroom;37.5;%
detailed_routing;WL per Instance;17.0;um
final_layout;Flop area;0;um^2
hold_path;HP Start;alu_control[0];
floorplan;Initial Util;51.3;%
final_layout;clock buffers;0;
synth;Netlist cell types;40;
detailed_routing;1st-iter DRT viols;183;
synth;yosys cell count;741;
detailed_routing;vias per cell;5.12;
sta;setup tns final;-124.44;ns
final_layout;layout cells sized above 1;28.4;%
critical_path;Worst path max stage delay;0.41;ns
floorplan;core footprint;13200;um^2
critical_path;nature of the critical path startpoint;primary input;
final_layout;non-filler instance count after layout;1187;
sta;WHS;10.40;ns
synth;Yosys top cell area share;36.6;%
place;HPWL after DPL;16700;um
power_and_ir_drop;PwrDens;18.5;nW/um^2
sta;Fmax;29.8;MHz
sta;min cycle time layout;33.61;ns
sta;fin crit share;138;%
global_route;initial antenna violation count;0;
final_layout;most frequent cells in the layout;171 x clkdlybuf4s50_1, 170 x inv_1, 127 x ha_1;
clocking;hold buffer count at cts;0;
synth;Seq share, synth;0;%
run_status;failing checks;negative setup slack;
global_route;Tot GR Track Use;31.2;%
detailed_routing;n_diodes;0;
detailed_routing;WL final;20100;um
sta;RSZ-0062 raised after global routing;yes;
global_route;largest net degree at the start of global routing;74;
critical_path;WS Path Type;in -> out;
place;gpl congestion;0.978;
synth;Yosys Chip Area;6790;um^2
critical_path;CP max-delay cell;fa_1;
critical_path;Setup crit start;rs1[0];
synth;post-synth top area cell;fa_1;
final_layout;FILL cells;910;
sta;Worst Max-Slew Pin Slew;0.933;ns
run_status;status;finished, violations left;
global_route;GR peak layer;met2;
synth;synthesis warning total;1;
critical_path;Crit path top cell by count;fa_2;
global_route;vias in the first global route;6478;
floorplan;# IOs;197;
synth;Synth area leaders;fa_1 37%, ha_1 24%, inv_1 9.8%;
critical_path;CP Capture Type;primary output;
synth;Post-Syn Instances;741;
power_and_ir_drop;Leak Pwr;0.00470;uW
global_route;met3 Use GR;9.20;%
place;input/output buffers;197;
sta;Fin. Hold Viols;0;
global_route;met1 Track Usage GR;46.1;%
critical_path;CP arrival;28.73;ns
floorplan;FP Rows;42;
detailed_routing;Via Count;6072;
sta;Final WS setup;-9.21;ns
detailed_routing;TritonRoute pass-1 iters;4;
sta;final max-slew violation count;0;
critical_path;crit path DRT;19.52;ns
## per-layer routing
layer	wire (um)	vias to the layer above	share of wire (%)
met4	384	0	1.9
met5	0	-	0
met1	8700	2892	43
li1	-	2908	-
met2	9330	250	46
met3	1720	22	8.5
## worst min path at each step
stage,end,cells after the start,slack [ns]
after CTS,rd[56],4,10.41
final,rd[56],4,10.40
after global routing,rd[56],4,10.43
## cell type report
type	count	area [um^2]	area share, %
multi-input combinational	532	6400	64.0
tap	176	220	2.20
timing repair buffer	302	2710	27.1
inverter	177	677	6.76
## logic make-up (layout without fill, tap and decap cells)
family,count (synthesis),count (layout),synth area share (%)
compound gates,126,126,12.9
xor+xnor,1,1,0.129
fa+ha+maj,253,253,60.3
buf+inv,209,479,12.3
mux,46,46,6.83
simple gates,106,106,7.50
## synth_stat cells, drive strengths merged
cell,instances
inv,177
fa,124
nand4b,1
mux2i,46
nor2,35
and2,1
or4,2
o2bb2ai,3
ha,129
clkbuf,12
o21bai,5
buf,20
o21ai,11
o32ai,1
nor4,14
o221ai,24
or3,2
a311oi,1
xnor2,1
nand2b,4
nand4,4
a22o,17
a21oi,31
a22oi,1
a211o,1
nand2,37
nor3b,1
or4b,1
nor3,3
or3b,1
o22ai,31
## per-stage QoR
| step | total power [uW] | cell area [um^2] | utilization [%] |
|---|---|---|---|
| global placement | 177 | 9930 | 75.0 |
| floorplan | 95.7 | 7170 | - |
| finish | 185 | 10000 | 75.6 |
| global route | 207 | 10000 | 75.6 |
| CTS | 183 | 9920 | 74.9 |
| detailed placement | 181 | 9930 | 75.0 |
## where the power goes
group	leakage [uW]	switching (uW)	internal, uW	total [uW]
clock network	0	0	0	0
registers	0	0	0	0
logic	0.00470	88.1	96.7	185
## what timing repair did
action	4_1_cts	5_1_grt
pin swaps	16	13
setup endpoints to repair	29	29
setup buffers	9	4
resized	75	25
## critical path: cells and delay by family
family | cells | cell delay (ns)
compound gates | 2 | 0.23
simple gates | 4 | 1.03
fa+ha+maj | 63 | 22.26
buf+inv | 4 | 0.33
Power and IR drop assume default switching activity.
