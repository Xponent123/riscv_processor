**flow/config.mk**
```make
export PLATFORM = sky130hd
export DESIGN_NAME = register_file
export DESIGN_NICKNAME = register_file
export VERILOG_FILES = /design/flow/design.v
export SDC_FILE = /design/flow/constraint.sdc
export NUM_CORES = 4
export LEC_CHECK = 1
export CORE_UTILIZATION = 30
```
**flow/constraint.sdc**
```tcl
current_design register_file

set clk_period 14.5
set clk_io_pct 0.2

create_clock -name clk0 -period $clk_period [get_ports {clk}]

set non_clock_inputs [all_inputs -no_clocks]
set_input_delay [expr $clk_period * $clk_io_pct] -clock clk0 $non_clock_inputs
set_output_delay [expr $clk_period * $clk_io_pct] -clock clk0 [all_outputs]
```
**flow/design.v**
```verilog
module register_file(
    input              clk,
    input              reset,
    input              RegWrite,
    input      [4:0]   rs1,
    input      [4:0]   rs2,
    input      [4:0]   rd,
    input      [63:0]  write_data,
    output     [63:0]  read_data1,
    output     [63:0]  read_data2
);
    reg [63:0] regs [31:0];
    integer i;
    always @(posedge clk or posedge reset) begin
        if (reset) begin
            regs[0] <= 64'b0;  
            regs[1] <= 64'd5; 
            regs[2] <= 64'd10;
            regs[3] <= 64'd12;
            regs[4] <= 64'd9;
            for (i = 5; i < 32; i = i + 1) begin
                regs[i] <= 64'b0;
            end
        end
        else if (RegWrite && (rd != 5'd0)) begin
            regs[rd] <= write_data;
        end
    end
    assign read_data1 = (rs1 == 5'd0) ? 64'b0 : regs[rs1];
    assign read_data2 = (rs2 == 5'd0) ? 64'b0 : regs[rs2];
endmodule
```
**flow/run.sh**
```bash
#!/bin/bash
# OpenROAD 26Q1-2900-gdf79404cd8, Yosys 0.63+post, stock flow scripts
make -C /OpenROAD-flow-scripts/flow DESIGN_CONFIG=/design/flow/config.mk WORK_HOME=/design/flow/orfs finish
```
==> ci_impl_report.md <==
### Metrics collected by this job

| Metric | Value |
|---|---|
| Hold path depth | `1` |
| Placeable Area | `0.340 mm²` |
| Initial DRC count | `13500` |
| Failing checks | `antenna violations, max-capacitance violations, max-slew violations` |
| Library cells used by synthesis | `76` |
| Io pins | `210` |
| Pre-Place Util | `30.2%` |
| Synth-to-Final Area Change | `14.9%` |
| GRT Overall Usage | `34.1%` |
| Slew headroom | `-1.05%` |
| Fin. Hold Viols | `0` |
| Initial antenna violation count | `60` |
| Mean area per synthesized cell | `11.2 µm²` |
| Largest net degree at the start of global routing | `126` |
| CTS tree | `done` |
| R2r setup slk | `13500 ps` |
| Fin Hold WS | `514 ps` |
| DR DRC count | `0` |
| Async set-or-reset flop fraction in the synthesized netlist | `100%` |
| Worst r2r src | `regs[25][22]` |
| Vias per cell | `6.98` |
| Measured slew at the worst slew-check pin | `1510 ps` |
| TNS Setup | `0 ps` |
| DRT Wirelength | `583000 µm` |
| Top achievable clock speed | `85.6 MHz` |
| Skew final | `0 ps` |
| Crit path required time | `11600 ps` |
| Post-DP HPWL | `338000 µm` |
| Number of synthesized flops with an enable pin | `0` |
| Number of cells in Yosys stat | `9159` |
| Mapped Cells | `9159` |
| CP Max Fanout | `41` |
| Die W | `587 µm` |
| CP endpoint kind | `output port` |
| Synth area leaders | `dfrtp_1, mux2_2, nand3_1, a22oi_1, nand4_1` |
| Flops & latches, synth | `1984` |
| # Post-CTS Setup Buffers | `0` |
| Synth Warn # | `2` |
| Worst Hold Class | `flip-flop to flip-flop` |
| Worst r2r dst | `regs[25][22]` |
| Max cap viols | `1` |
| Leakage | `49.5 nW` |
| I/O Buffers | `209` |
| Post-CTS sizing | `0` |
| Drt wl/cell | `42.3 µm` |
| Antenna-violating nets left | `2` |
| Gr ovfl total | `0` |
| DIE HEIGHT | `587 µm` |
| Vias | `96400` |
| Layout cells sized above 1 | `32.0%` |
| Pwr Density | `136 mW/mm²` |
| Max-slew violation count | `16` |
| Clk ins delay skew pair | `930 ps` |
| Peak VDD IR | `0.0990 mV` |
| Setup crit end | `read_data2[18]` |
| Startpoint types | `input pin` |
| RSZ-0062 raised after global routing | `no` |
| Clock Tree Root | `clkbuf_16` |
| Tool warnings | `69` |
| Chip area | `0.344 mm²` |
| Biggest register | `regs` |
| GPL Wtd Cong | `1.03` |
| Final setup fails | `0` |
| Outcome | `finished with violations` |
| Total CTS buffers | `218` |
| # placed instances | `13300` |
| Yosys stat chip area | `0.103 mm²` |
| Post-synth top area cell | `dfrtp_1` |
| Top_reg_cell synth | `dfrtp_1` |
| Register area share after synthesis | `48.4%` |
| Critical path type | `input pin to output port` |
| Final Cycle Share | `80.5%` |
| Drt first pass iters | `30` |
| Commonest cells post-synth | `dfrtp_1, mux2_2, nand3_1` |
| Min cycle time layout | `11680 ps` |
| Reg2reg path depth | `1` |
| Synth top cell by count | `dfrtp_1` |
| Clk sinks | `1984` |
| Max clock buf depth | `4` |
| First-pass GRT wire length | `789000 µm` |
| Number of global-route vias before repair | `93300` |
| Layout Cells excl Fill | `13800` |
| H-tree Lvls | `4` |
| Top cell area share | `48.2%` |
| Crit. Startpoint | `rs2[3]` |
| Clock slew at reported path FFs | `60 ps` |
| Max reg flops | `1984` |
| Synth Cell Area | `0.103 mm²` |
| Row cnt | `214` |
| Top flop regs | `regs x1984` |
| CP Data Arrival Time | `8780 ps` |
| CTS Hold Buffers Added | `0` |
==> placed cells by master (no fill, tap or decap), types with 14 or more instances in the layout <==
cell             netlist  layout
bufinv_16              0      24
diode_2                0     106
nand3_1             1412    1410
a31oi_1              134     134
dfrtp_1             1976    1976
clkbuf_16              0     220
a222oi_1              90      90
clkdlybuf4s50_1        0     199
a2111oi_0            102     102
nor2_1                50      18
o21ai_0               14      14
nor4_1                86      86
nor2_4                 4      46
and2_4                 0      23
and3_1               379     375
buf_4                 13     421
a21oi_1              157     157
a221oi_1              15      15
nor3_1                46      43
o31a_1                31      31
nand4_1              408     408
clkbuf_1             562      35
a221o_1               27      27
a22oi_1              674     674
clkbuf_8               0      54
a31o_2                16      16
buf_12                 0      23
nand2_1              100      90
clkinv_2               0      41
and4_1                88      88
a22o_1                92      92
mux2_1                40      40
mux2_2              1952    1952
==> per-stage QoR <==
step / power, mW / worst slack, ps / cell area [µm²] / utilization [%]
final: 16.0 / 2820 / 118000 / 34.6
after global routing: 16.4 / 3180 / 118000 / 34.6
after CTS: 15.9 / 3280 / 118000 / 34.6
after detailed placement: 10.0 / 3290 / 110000 / 32.4
after global placement: 9.98 / 3210 / 110000 / 32.4
after floorplan: 8.82 / -15940 / 103000 / -
==> kinds of logic after synthesis <==
group	synth area share (%)
flip-flops	48.4
AND-OR/OR-AND	10.3
buffers and inverters	4.44
multiplexers	21.9
AND/OR/NAND/NOR	14.9
==> metal layers <==
metal | wire [µm] | up-vias | GRT usage [%]
met5 | 1790 | - | 3.65
met4 | 51900 | 57 | 23.1
met3 | 111000 | 3220 | 26.1
met2 | 223000 | 10100 | 43.5
met1 | 195000 | 48000 | 38.8
li1 | - | 35000 | -
==> final cells by class <==
| type | count | area (µm²) |
|---|---|---|
| diodes | 106 | 265 |
| clock buffers | 308 | 6370 |
| clock inverters | 83 | 1120 |
| fillers | 33000 | 222000 |
| inverters | 11 | 45.0 |
| multi-input cells | 6115 | 49000 |
| flip-flops and latches | 1984 | 49700 |
| well taps | 4536 | 5680 |
| repair buffers | 653 | 5680 |
==> power breakdown <==
part	internal, mW	switching [mW]	leakage (nW)
registers	6.61	1.01	25.4
clock network	3.47	2.47	3.70
logic	1.17	1.30	20.4
==> critical path, stage by stage <==
cell,delay (ps)
buf_2,80
buf_4,320
nor2b_4,650
buf_4,690
buf_4,730
and2_4,810
buf_4,700
a22oi_1,130
and3_1,200
a31oi_1,770
buf_4,230
clkdlybuf4s50_1,460
==> worst min-delay path by stage <==
stage	from	to	slack, ps
final	regs[14][54]	regs[14][54]	510
after CTS	regs[14][54]	regs[14][54]	520
after global routing	regs[25][42]	regs[25][42]	530
Power and IR drop assume default switching activity.
