**design/flow/run.sh**
```bash
#!/bin/bash
# OpenROAD 26Q1-2900-gdf79404cd8, Yosys 0.63+post, stock flow scripts
make -C /OpenROAD-flow-scripts/flow DESIGN_CONFIG=/design/flow/config.mk WORK_HOME=/design/flow/orfs finish
```
**design/flow/config.mk**
```make
export PLATFORM = sky130hd
export DESIGN_NAME = data_memory
export DESIGN_NICKNAME = data_memory
export VERILOG_FILES = /design/flow/design.v
export SDC_FILE = /design/flow/constraint.sdc
export NUM_CORES = 4
export LEC_CHECK = 1
export CORE_UTILIZATION = 50
export SYNTH_MEMORY_MAX_BITS = 65536
```
**design/flow/constraint.sdc**
```tcl
current_design data_memory

set clk_period 67.0
set clk_io_pct 0.2

create_clock -name clk0 -period $clk_period [get_ports {clk}]

set non_clock_inputs [all_inputs -no_clocks]
set_input_delay [expr $clk_period * $clk_io_pct] -clock clk0 $non_clock_inputs
set_output_delay [expr $clk_period * $clk_io_pct] -clock clk0 [all_outputs]
```
**design/flow/design.v**
```verilog
`timescale 1ns / 1ps
module data_memory (
    input clk,
    input mem_write,      
    input mem_read,       
    input [63:0] address, 
    input [63:0] write_data, 
    output reg [63:0] read_data
);
    reg [63:0] memory [0:255]; 
    initial begin
        memory[12] <= 64'd13;
        memory[32] <= 64'd45;
    end
    always @(posedge clk) begin
        if (mem_write) 
            memory[address] <= write_data; 
    end
    always @(*) begin
        if (mem_read) 
            read_data = memory[address]; 
        else 
            read_data = 64'b0;
    end
endmodule
```
==> flow_metrics.env <==
# flow metrics
export IMPL_crit_type="primary input to output pin"
export IMPL_largest_reg_flops=16380
export IMPL_via_per_inst=6.189
export IMPL_post_route_drc_count=0
export IMPL_cp_num_buf_inv=13
export IMPL_cts_tree="yes"
export IMPL_crit_fanout=56
export IMPL_drive_gt1_share_pct=23.64
export IMPL_cp_top_family="buffers and inverters"
export IMPL_end_kind="output pin"
export IMPL_die_h_mm=1.121
export IMPL_cpMostUsedCell="buf_4"
export IMPL_stdcell_count=50220
export IMPL_syn_area_per_cell_sq_um=21.53
export IMPL_peakVddDrop_mv=0.02394
export IMPL_syn2layout_area_growth_pct=14.06
export IMPL_fmax_mhz=27.31
export IMPL_syn_area_sq_um=625600
export IMPL_edf_count=16380
export IMPL_max_stage_delay_ns=0.81
export IMPL_vias=310800
export IMPL_yosysSeqAreaShare_pct=78.65
export IMPL_wirelength_mm=1810
export IMPL_path_cells="buf_16 -> buf_4 -> buf_4 -> buf_4 -> buf_4 -> buf_12 -> buf_4 -> buf_4 -> buf_4 -> buf_4 -> buf_4 -> mux4_2 -> a22oi_1 -> a21oi_1 -> nor3_2 -> buf_4 -> nor4bb_1 -> clkdlybuf4s50_1"
export IMPL_top_regs="memory (16384)"
export IMPL_synthArstFlopShare_pct=0
export IMPL_ys_types=52
export IMPL_holdCritPathClass="primary input to flop"
export IMPL_die_w_mm=1.121
export IMPL_overflow=0
export IMPL_drtIter0Drc=21600
export IMPL_grt_start_max_net_pins=105
export IMPL_finalCriticalPeriod_ns=36.62
export IMPL_critPathLaunchType="primary input"
export IMPL_cts_buffers=1715
export IMPL_ctsHoldBuffers=0
export IMPL_flop_cell="edfxtp_1"
export IMPL_leakage_uw=0.2260
export IMPL_antenna_left=1
export IMPL_postCtsSetupBuffers=0
export IMPL_tightest_slew_ns=1.272
export IMPL_cp_num_cells=18
export IMPL_n_fill_cell=88210
export IMPL_clkSinkCount=16380
export IMPL_synthTopCellsByArea="edfxtp_1 79%, mux4_2 10%, mux2i_1 4.2%, a22oi_1 1.4%, buf_2 0.54%"
export IMPL_clkTransAtPathRegs_ns=0.06
export IMPL_grt_pass1_wl_mm=2516
export IMPL_wire_per_inst_microns=36.03
export IMPL_slowest_stage="nor4bb_1"
export IMPL_cts_root_buf="clkbuf_16"
export IMPL_ys_area_sq_um=625600
export IMPL_synth_top_cell_area_share_pct=78.65
export IMPL_fp_util_pct=50.18
export IMPL_ys_cells=29050
export IMPL_cap_violations=0
export IMPL_largest_area_cell="edfxtp_1"
export IMPL_synth_flops=16380
export IMPL_crit_required_ns=53.60
export IMPL_regMostFlops="memory"
export IMPL_p_total_uw=21430
export IMPL_clock_path_buffers=6
export IMPL_drv_slew=0
export IMPL_rsz0062_at_grt="no"
export IMPL_antenna_found_initial=194
export IMPL_setup_viol=0
export IMPL_io_pins=195
export IMPL_syn_inst=29050
export IMPL_placementRows=410
export IMPL_slew_headroom_pct=14.40
export IMPL_holdWs_ns=12.34
export IMPL_dp_hpwl_mm=1076
export IMPL_finalSetupTns_ns=0
export IMPL_p_per_area_nw_per_um2=30.03
export IMPL_hold_path_depth=1
export IMPL_dr_pass1_iters=5
export IMPL_core_sq_um=1247000
export IMPL_hold_viol_final=0
export IMPL_placed_cells=45740
export IMPL_status="finished, violations left"
export IMPL_grt_pass1_vias=337700
export IMPL_place_gp_congestion=0.9397
export IMPL_violations="antenna rules"
export IMPL_period_used_pct=54.66
export IMPL_critPathArrivalTime_ns=23.22
export IMPL_log_warning_count=97
export IMPL_port_buffer_count=138
export IMPL_grt_use_total_pct=32.72
export IMPL_yosysWarningCount=1
export IMPL_final_core_util_pct=57.24
export IMPL_dieArea_sq_um=1256000
export IMPL_cts_resized_gates=0
export IMPL_htreeDepth=7
power breakdown:
| group | switching [uW] | internal (uW) |
|---|---|---|
| Sequential | 4.49 | 11300 |
| Combinational | 749 | 342 |
| Clock | 3800 | 5230 |
| Total | 4560 | 16900 |
kinds of logic (layout without fill, tap and decap cells):
| family | count (synthesis) | in the layout | synth area share, % |
|---|---|---|---|
| buffers and inverters | 1760 | 4990 | 1.283 |
| and+or+nand+nor | 1885 | 1885 | 1.509 |
| other | 0 | 1459 | 0 |
| muxes | 5629 | 5629 | 14.80 |
| AOI/OAI and AO/OA | 3393 | 3393 | 3.767 |
| DFF | 16380 | 16380 | 78.65 |
routing by layer:
layer | GRT usage (%) | share of wire (%) | wire [microns] | vias up
met5 | 4.231 | 0.31 | 5548 | -
met2 | 44.07 | 45 | 817000 | 23130
met1 | 36.71 | 28 | 501600 | 155600
met4 | 11.25 | 4.5 | 81940 | 163
li1 | - | - | - | 128700
met3 | 31.27 | 22 | 403500 | 3235
layout make-up:
cell class | count | area, sq um | share of cell area, %
antenna | 1459 | 3651 | 0.5117
sequential | 16380 | 492000 | 68.95
inverter | 4 | 22.52 | 0.003156
tap | 16480 | 20620 | 2.890
timing repair buffer | 1964 | 16050 | 2.249
multi-input combinational | 10910 | 128400 | 17.99
clock buffer | 2080 | 44630 | 6.254
clock inverter | 942 | 8192 | 1.148
metrics by stage:
step | setup slack, ns | cell area, sq um
after CTS | 30.06 | 709900
after floorplan | 38.07 | 625600
after global routing | 29.46 | 712500
final | 30.38 | 713600
after detailed placement | 30.06 | 657100
after global placement | 30.03 | 657100
cell usage after synthesis, drive strengths merged (128+ instances only):
cell type      n
o22ai        512
edfxtp     16380
a211oi       316
nor2         557
o21ai        318
mux2i       2621
clkbuf       828
nand2        350
nor4         128
a31oi        133
buf          928
nand3        271
nor2b        137
a21oi        383
o2111ai      253
mux4        2882
a22oi       1149
cells in the final DEF (no fill, tap or decap), types with 126 or more instances in the layout:
cell type / instances
nor2_1: 323
a211oi_1: 316
a31oi_1: 133
nand2_1: 332
clkinv_1: 391
bufinv_16: 136
a21oi_1: 313
nor2b_1: 132
mux4_2: 2882
o2111ai_1: 253
clkbuf_16: 1731
nand3_1: 258
clkbuf_1: 349
clkinv_2: 323
o21ai_0: 252
buf_4: 1782
mux2i_1: 2621
edfxtp_1: 16380
diode_2: 1459
a22oi_1: 1149
mux2_2: 126
nor2_4: 234
o22ai_1: 512
nor4_1: 128
worst paths after layout:
check / from / slack (ns) / endpoint
setup / recovery: address[0] / 30.38 / read_data[4]
hold / removal: write_data[5] / 12.34 / memory[240][5]
No activity file was given, so power comes from the tool's default toggle rates.
